[flow/design.v]
module FMModulator (
  input clk,
  input rst,
  input [15:0] message,    
  input [31:0] ctr_ctrl,   
  input [7:0] deviation,   
  output [15:0] modulated  
);
wire [31:0] crr_ctrl;
wire [47:0] emessage;
wire [47:0] fmessage;
assign emessage = {{32{message[15]}}, message};
assign fmessage = emessage <<< deviation;
assign crr_ctrl = ctr_ctrl + fmessage[47:16];
NCO_fm NCO_fm0 (
  .clk     ( clk       ),  
  .rst     ( rst       ),  
  .ctrl    ( crr_ctrl  ),  
  .sin_out ( modulated )   
);
endmodule
module NCO_fm (
  input clk,
  input rst,
  input [31:0] ctrl,         
  output reg [31:0] phase,   
  output reg [15:0] sin_out  
);
always @(posedge clk) begin
  if (rst)
    phase <= 32'b0;
  else
    phase <= phase + ctrl;
end
reg [5:0] sin_lut_sel;
reg [15:0] sin_lut_val;
always @(*) begin
  sin_lut_sel <= phase[30] ? ~(phase[29:24]-1'b1) : phase[29:24];
  if (phase[30] & ~|phase[29:24])
    sin_out <= phase[31] ? 16'b10000000_00000001 : 16'b01111111_11111111;
  else
    sin_out <= phase[31] ? (~sin_lut_val+1'b1) : sin_lut_val;
  case(sin_lut_sel)
    6'h00 : sin_lut_val <= 16'h0000;
    6'h01 : sin_lut_val <= 16'h0324;
    6'h02 : sin_lut_val <= 16'h0648;
    6'h03 : sin_lut_val <= 16'h096A;
    6'h04 : sin_lut_val <= 16'h0C8C;
    6'h05 : sin_lut_val <= 16'h0FAB;
    6'h06 : sin_lut_val <= 16'h12C8;
    6'h07 : sin_lut_val <= 16'h15E2;
    6'h08 : sin_lut_val <= 16'h18F9;
    6'h09 : sin_lut_val <= 16'h1C0B;
    6'h0A : sin_lut_val <= 16'h1F1A;
    6'h0B : sin_lut_val <= 16'h2223;
    6'h0C : sin_lut_val <= 16'h2528;
    6'h0D : sin_lut_val <= 16'h2826;
    6'h0E : sin_lut_val <= 16'h2B1F;
    6'h0F : sin_lut_val <= 16'h2E11;
    6'h10 : sin_lut_val <= 16'h30FB;
    6'h11 : sin_lut_val <= 16'h33DF;
    6'h12 : sin_lut_val <= 16'h36BA;
    6'h13 : sin_lut_val <= 16'h398C;
    6'h14 : sin_lut_val <= 16'h3C56;
    6'h15 : sin_lut_val <= 16'h3F17;
    6'h16 : sin_lut_val <= 16'h41CE;
    6'h17 : sin_lut_val <= 16'h447A;
    6'h18 : sin_lut_val <= 16'h471C;
    6'h19 : sin_lut_val <= 16'h49B4;
    6'h1A : sin_lut_val <= 16'h4C3F;
    6'h1B : sin_lut_val <= 16'h4EBF;
    6'h1C : sin_lut_val <= 16'h5133;
    6'h1D : sin_lut_val <= 16'h539B;
    6'h1E : sin_lut_val <= 16'h55F5;
    6'h1F : sin_lut_val <= 16'h5842;
    6'h20 : sin_lut_val <= 16'h5A82;
    6'h21 : sin_lut_val <= 16'h5CB3;
    6'h22 : sin_lut_val <= 16'h5ED7;
    6'h23 : sin_lut_val <= 16'h60EB;
    6'h24 : sin_lut_val <= 16'h62F1;
    6'h25 : sin_lut_val <= 16'h64E8;
    6'h26 : sin_lut_val <= 16'h66CF;
    6'h27 : sin_lut_val <= 16'h68A6;
    6'h28 : sin_lut_val <= 16'h6A6D;
    6'h29 : sin_lut_val <= 16'h6C23;
    6'h2A : sin_lut_val <= 16'h6DC9;
    6'h2B : sin_lut_val <= 16'h6F5E;
    6'h2C : sin_lut_val <= 16'h70E2;
    6'h2D : sin_lut_val <= 16'h7254;
    6'h2E : sin_lut_val <= 16'h73B5;
    6'h2F : sin_lut_val <= 16'h7504;
    6'h30 : sin_lut_val <= 16'h7641;
    6'h31 : sin_lut_val <= 16'h776B;
    6'h32 : sin_lut_val <= 16'h7884;
    6'h33 : sin_lut_val <= 16'h7989;
    6'h34 : sin_lut_val <= 16'h7A7C;
    6'h35 : sin_lut_val <= 16'h7B5C;
    6'h36 : sin_lut_val <= 16'h7C29;
    6'h37 : sin_lut_val <= 16'h7CE3;
    6'h38 : sin_lut_val <= 16'h7D89;
    6'h39 : sin_lut_val <= 16'h7E1D;
    6'h3A : sin_lut_val <= 16'h7E9C;
    6'h3B : sin_lut_val <= 16'h7F09;
    6'h3C : sin_lut_val <= 16'h7F61;
    6'h3D : sin_lut_val <= 16'h7FA6;
    6'h3E : sin_lut_val <= 16'h7FD8;
    6'h3F : sin_lut_val <= 16'h7FF5;
  endcase
end
endmodule
[flow/run.sh]
#!/bin/bash
# OpenROAD 26Q1-2900-gdf79404cd8, Yosys 0.63+post, stock flow scripts
make -C /OpenROAD-flow-scripts/flow DESIGN_CONFIG=/design/flow/config.mk WORK_HOME=/design/flow/orfs finish
[flow/config.mk]
export PLATFORM = sky130hd
export DESIGN_NAME = FMModulator
export DESIGN_NICKNAME = FMModulator
export VERILOG_FILES = /design/flow/design.v
export SDC_FILE = /design/flow/constraint.sdc
export NUM_CORES = 4
export LEC_CHECK = 1
export CORE_UTILIZATION = 50
[flow/constraint.sdc]
current_design FMModulator

set clk_period 13.0
set clk_io_pct 0.2

create_clock -name clk0 -period $clk_period [get_ports {clk}]

set non_clock_inputs [all_inputs -no_clocks]
set_input_delay [expr $clk_period * $clk_io_pct] -clock clk0 $non_clock_inputs
set_output_delay [expr $clk_period * $clk_io_pct] -clock clk0 [all_outputs]
==> run summary <==
Numbers from the implementation run.

The number of register bits inferred by synthesis is 32. The number of clock buffers added by TritonCTS is 5. The average instance in the mapped netlist occupies 7.45 µm². In this run the worst setup path begins at NCO_fm0.phase[24]. Of the post-synthesis cell area, the dominant cell type holds 0.0903.

The count of antenna diodes in the layout is 0. The hold violation total from the final report is 0. The last timing report of the flow puts the setup violation total at 0. The die is 121 µm tall. The flip-flop count of the largest register, all copies and words added is 32. The final weighted congestion of routability-driven global placement is 0.970. Of the cells placed in the final design, the portion with a size suffix greater than 1 is 0.0626. The worst setup path is launched from a flip-flop. The class of the tightest hold or removal check is flip-flop to flip-flop. The area figure in the yosys stat output is 7100 µm². The slowest stage of the critical path belongs to the cell sky130_fd_sc_hd__a21boi_2. Per the OpenROAD power report, leakage power amounts to 0.00330 µW.

The setup path with the least slack is of type flip-flop to output pin. The slack of the worst reg-to-reg path is 9.57 ns. The clock latency reported for the late side of the worst-skew pair is 0.28 ns.

Across the routed clock network, the largest skew measured is 0.00603 ns. The maximum achievable frequency is 116 MHz. The delay contributed by the slowest stage of the critical path is 0.64 ns. The number of global-route vias before repair is 6,381.

Setup repair after global routing left no endpoint under its margin. The post-route worst setup slack is 4.39 ns. In the finished design, the share of the clock period the worst path needs comes to 0.663. The cell type with the largest total area after synthesis is sky130_fd_sc_hd__dfxtp_1. The mean number of vias per cell is 6.23. The end of the worst register-to-register path is NCO_fm0.phase[30].

The area growth from synthesis to layout is 11.8%. Before any placement, the netlist area is recorded as 7100 µm². The filler cells instantiated in the layout total 1,251.

The clock period could shrink to 8.61 ns. The placement report lists the number of port buffers as 73. The share of the Yosys chip area taken by registers is 0.0903. The power per standard cell area is 280 nW/µm². The wire-length estimate of the detail-placed layout is 15,600 µm. The overall die size recorded for this design is 14,700 µm². Per the OpenROAD floorplan log, the width of the die is 121 µm. TritonCTS built the clock tree. The critical path data arrival time is 6.01 ns.

The count of final max-slew check failures is 0. The largest net degree at the start of global routing is 41. The run finished with clean final reports. The floorplan has 43 rows. Walking the worst path, the cells encountered are buf_4 > inv_1 > ha_1 > nand2_1 > a21boi_2 > inv_1 > ha_1 > inv_1 > o32ai_1 > nor3_1 > a311oi_1 > or4_1 > o31ai_1 > nand4b_1 > o41ai_1 > xor2_1 > clkdlybuf4s50_1. The post-detailed-route wirelength per cell is 17.7 µm. The maximum buffer depth of the clock tree is 2.

Summing internal, switching and leakage power gives 2220 µW. The slew at the pin closest to its max-slew limit is 0.794 ns. STA shows the worst reg2reg path with a cell count of 12. In this run the VDD rail shows a maximum IR drop of 0.000178 V.

Yosys attributes the largest share of cell area to sky130_fd_sc_hd__dfxtp_1 (9.0%), sky130_fd_sc_hd__fa_1 (9.0%), sky130_fd_sc_hd__ha_1 (8.8%). Counting flops with a built-in enable in the synthesized netlist gives 0. The critical register-to-register path startpoint is NCO_fm0.phase[7]. The share of the core area taken by cells at floorplan is 0.511. The residual antenna-violating net count after detailed routing is 0. The yosys stat cell total is 952.

The number of warnings issued by yosys is 1. The first global-routing pass estimated 33,000 µm of wire. In the CTS report, the clock slew at the register clock pins of the worst setup and hold paths is listed as 0.05 ns. The number of antenna violations at the first check in global routing was 0. The number of detailed-route iterations in the first pass is 5. CTS placed an instance of sky130_fd_sc_hd__clkbuf_16 at the clock tree root. The most common library cell in the layout ignoring fill and taps is sky130_fd_sc_hd__nor2_1. The prevailing post-synth register cell is sky130_fd_sc_hd__dfxtp_1. After clock tree synthesis, the repair step resized 0 gates. The count of maximum capacitance violations is 0. The sum of negative setup slack is 0 ns. Walking the critical path from launch to capture passes 17 cell instances. The register name with the most flops is NCO_fm0.phase. The synthesized instance count is 952. After synthesis, the share of flip-flops with an asynchronous set or reset is 0. At the end of the flow the core is filled with cells to 0.572. The final layout contains routed wiring with a total length of 20,400 µm. The clock H-tree reported by CTS has 2 levels. Total global-route track usage over all layers is 0.291.

TritonRoute reported its final design rule violation total as 0. The standard cell core area is 13,900 µm². The critical path contains buffers and inverters numbering 5 combined. In this run the count of I/O pins placed on the die edge is 74.

The worst setup path is captured at an output pin. The iteration-0 DRC count of the detailed router is 789. The hold buffer count at CTS is 0. The remaining global-route overflow is 0. The worst setup path endpoint is modulated[9].

The detailed router placed 7,191 vias in this run. The worst setup timing slack at the placement stage is 4.76 ns. In this run, distinct cell masters in the synthesized netlist total 88. The total setup buffers inserted after CTS is 0. The most critical hold endpoint after final layout shows a slack of 0.608 ns. The largest registers in the layout are NCO_fm0.phase: 32 flops.

Clock tree synthesis found a total of 32 sinks. The required time of the critical path is 10.40 ns. The gate family responsible for the most delay along the worst path is buffers and inverters. The peak fanout along the critical path is 20. Headroom to the max-slew limit came out at 0.469. Per STA, the library cell used most along the worst path is sky130_fd_sc_hd__inv_1. In the layout the commonest cells are sky130_fd_sc_hd__nor2_1 (117), sky130_fd_sc_hd__a21oi_1 (84), sky130_fd_sc_hd__clkdlybuf4s50_1 (73), sky130_fd_sc_hd__nand2_1 (64), sky130_fd_sc_hd__ha_1 (50). The OpenROAD warning count is 40.
Yosys cell counts (all sizes together) (6+ instances only):
cell type and number:
dfxtp 32, mux2 6, ha 50, a31oi 14
nor2b 19, a21oi 84, o21ai 51, nor2 117
xnor2 22, o211ai 10, nand4 7, or2 8
nor3b 6, clkbuf 37, nand2b 23, o22ai 9
a2111oi 6, nand2 64, mux4 8, nand3 18
nor4b 6, xor2 12, mux2i 27, fa 32
a211o 9, o22a 9, a211oi 21, a21o 16
inv 49, or3 7, nor3 22, a21boi 6
and2 12, o31ai 7, buf 32
metrics by stage:
stage / cell area [µm²] / cells
floorplan: 7100 / 952
global placement: 7790 / 1147
detailed placement: 7790 / 1147
CTS: 7940 / 1155
global route: 7940 / 1155
finish: 7940 / 1155
worst min-delay path, cell delays in order, from the launching register on:
cell and delay (ns):
sky130_fd_sc_hd__dfxtp_1 0.29, sky130_fd_sc_hd__inv_1 0.06, sky130_fd_sc_hd__fa_1 0.17, sky130_fd_sc_hd__nor2_1 0.04
how the worst min path moves through the flow:
stage | cells after the start | slack [ns] | from | end
CTS | 3 | 0.61 | NCO_fm0.phase[0] | NCO_fm0.phase[0]
finish | 3 | 0.61 | NCO_fm0.phase[0] | NCO_fm0.phase[0]
global route | 3 | 0.66 | NCO_fm0.phase[0] | NCO_fm0.phase[0]
cells by family (layout without fill, tap and decap cells):
| group | count (synthesis) | count (layout) | synth area share |
|---|---|---|---|
| compound gates | 312 | 312 | 0.304 |
| xor+xnor | 34 | 34 | 0.0430 |
| fa+ha+maj | 82 | 82 | 0.178 |
| buf+inv | 120 | 143 | 0.0778 |
| flops | 32 | 32 | 0.0903 |
| mux | 41 | 41 | 0.0730 |
| simple gates | 331 | 331 | 0.233 |
layer usage:
metal / up-vias / part of all wire / GRT usage / routed length [µm]
met3: 27 / 0.063 / 0.0264 / 1290
met1: 3379 / 0.48 / 0.469 / 9730
met2: 253 / 0.44 / 0.429 / 8930
met5: - / 0 / 0 / 0
li1: 3532 / - / - / -
met4: 0 / 0.023 / 0.0617 / 464
cell type report:
| type | count | area (µm²) | share of cell area |
|---|---|---|---|
| clock buffer | 8 | 146 | 0.0184 |
| inverter | 51 | 191 | 0.0241 |
| multi-input combinational | 800 | 5920 | 0.746 |
| sequential | 32 | 641 | 0.0807 |
| tap | 180 | 225 | 0.0284 |
| timing repair buffer | 84 | 813 | 0.102 |
report_power, final:
part | switching (µW) | internal [µW] | total, µW
Clock | 42.1 | 76.3 | 118
Combinational | 1080 | 834 | 1910
Sequential | 48.3 | 141 | 189
Total | 1170 | 1050 | 2220
Power and IR drop assume default switching activity.
