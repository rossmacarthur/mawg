### flow/design.v
module UART_RX (
  input clk,             
  input rst,             
  input RX,              
  output reg busy,       
  output reg [7:0] data  
);
reg RX_d;
reg [9:0] datafill;
reg [3:0] index;
reg [3:0] sampler;
always @(posedge clk) begin
  RX_d <= RX;
  if (rst) begin
    busy <= 1'b0;
    datafill <= 10'b0;
    index <= 4'b0;
    sampler <= 4'b0;
  end else begin
    if (~busy & ~RX_d) begin
      busy <= 1'b1;
      sampler <= 4'b0;
      index <= 4'b0;
    end
    if (busy) begin
      sampler <= sampler + 1'b1;
      if (sampler == 4'd7) begin
        if (RX_d & ~|index) 
          busy <= 1'b0;
        else begin
          index <= index + 1'b1;
          datafill[index] <= RX_d;
          if (index == 9) begin
            data <= datafill[8:1];
            index <= 4'b0;
            busy <= 1'b0;
          end
        end
      end
    end
  end
end
endmodule
### flow/run.sh
#!/bin/bash
# OpenROAD 26Q1-2900-gdf79404cd8, Yosys 0.63+post, stock flow scripts
make -C /OpenROAD-flow-scripts/flow DESIGN_CONFIG=/design/flow/config.mk WORK_HOME=/design/flow/orfs finish
### flow/config.mk
export PLATFORM = sky130hd
export DESIGN_NAME = UART_RX
export DESIGN_NICKNAME = UART_RX
export VERILOG_FILES = /design/flow/design.v
export SDC_FILE = /design/flow/constraint.sdc
export NUM_CORES = 4
export LEC_CHECK = 1
export CORE_AREA = 10 10 89 89
export DIE_AREA = 0 0 99 99
### flow/constraint.sdc
current_design UART_RX

set clk_period 3.0
set clk_io_pct 0.2

create_clock -name clk0 -period $clk_period [get_ports {clk}]

set non_clock_inputs [all_inputs -no_clocks]
set_input_delay [expr $clk_period * $clk_io_pct] -clock clk0 $non_clock_inputs
set_output_delay [expr $clk_period * $clk_io_pct] -clock clk0 [all_outputs]
==> results.tsv <==
metric	value	unit
cts_tree	yes	
clock_latency	260	ps
cts_root_buf	clkbuf_8	
drc	0	
min_path_type	reg -> reg	
nFillCells	616	
crit_required	2980	ps
cts_htree_levels	1	
track_usage	0.0542	
cts_setup_buffers	0	
grt_overflow	0	
pwr_density_cell	425	nW/um^2
top_area_cell	dfxtp_1	
gp_congestion	0.821	
n_antenna_cell	0	
fp.dieW	99	um
maxCapViolations	0	
place_worst_setup_slack	693	ps
first_iter_violations	124	
slowest_delay	570	ps
grt_pass1_vias	961	
ys_chip_area	1330	um^2
finalClockPeriodUsage	0.776	
arrival	2310	ps
via_per_inst	4.54	
drive_above_1_share	0.0959	
fin_tns_setup	0	ps
synth_cells	137	
clock-sinks	26	
wl	2660	um
synthArstFlopShare	0	
yosysTopAreaCellShare	0.271	
setup_slack	673	ps
clock-skew-final	0.735	ps
fp.dieH	99	um
yosys_warnings	1	
numCtsBuffers	3	
slowest_stage	dfxtp_1	
crit_path_start_kind	flip-flop	
peakVddDrop	0.000251	V
tightest_slew	531	ps
crit_chain	inv_1 > ha_1 > nor3b_2 > a21oi_1 > nor4b_2 > buf_4	
avgSynthCellArea	9.70	um^2
top_cells_by_count	dfxtp_1 (18), nor2_1 (13), nand3_1 (11), nand2_1 (10), a21oi_1 (9)	
yosysUniqueCellTypes	39	
cts-resized-gates	0	
dp_hpwl	1960	um
path_max_fanout	12	
criticalPathCategory	reg -> reg	
outcome	finished, final reports clean	
period_minus_slack	2330	ps
grt_pass1_wl	4570	um
dr.pass1.iters	4	
synth_stat.cells	137	
num_vias	1003	
cp-end-kind	flip-flop	
hold_viol_final	0	
area_growth_syn_to_layout	18.9	%
grt_setup_unrepaired	false	
synth_seq_share	0.452	
drv_slew	0	
ant_nets	0	
pin_count	12	
antenna_found_initial	0	
clock_path_buffers	2	
drt-wirelength-per-cell	12.0	um
rows	28	
ys_ff	26	
final_cell_area	1580	um^2
fp_util	0.222	
grt_max_degree	17	
die-area	9800	um^2
holdBufCountCts	0	
warnings	30	
flop_cell	dfxtp_1	
clkTransAtPathRegs	90	ps
slew_headroom	0.646	
top_cells_by_area	dfxtp_1 (27%), edfxtp_1 (18%), ha_1 (6.6%), nand3_1 (4.1%), nor2_1 (3.7%)	
coreArea	5990	um^2
dpl-instance-area	1510	um^2
most_common_cell	dfxtp_1	
edf_count	8	
fmax	430	MHz
io_buffers	11	
p_leak	0.508	nW
setup_viol	0	
syn_area	1330	um^2
[critical path: cells and delay by family (launching register included)]
family,cells,cell delay (ps)
buf+inv,2,400
simple gates,2,440
flops,1,570
compound gates,1,300
fa+ha+maj,1,320
[state kept, by name, summed over array words and instances (netlist names)]
name / count
datafill: 8
index: 4
data: 8
RX_d: 1
sampler: 4
busy: 1
[cells by family (layout without fill, tap and decap cells)]
group,count (synthesis),count (layout),share of synthesized area
buffers and inverters,12,21,0.0424
AND/OR/NAND/NOR,54,54,0.227
multiplexers,5,5,0.0386
flip-flops,26,26,0.452
AND-OR/OR-AND,33,33,0.174
adder cells (fa/ha/maj),7,7,0.0659
[per-stage QoR]
stage               utilization  hold WS [ps]  std cells  power, mW
floorplan                     -           401        137      0.387
global placement          0.252           414        217      0.395
detailed placement        0.252           420        217      0.395
CTS                       0.264           442        221      0.680
global route              0.264           455        221      0.697
finish                    0.264           440        221      0.671
[layer usage]
| layer | vias to the layer above | track usage | routed length [um] |
|---|---|---|---|
| met5 | - | 0 | 0 |
| met4 | 0 | 0.00110 | 0 |
| met3 | 0 | 0.0183 | 154 |
| met2 | 14 | 0.0842 | 1200 |
| met1 | 469 | 0.0758 | 1310 |
| li1 | 520 | - | - |
[path summary, 6_finish.rpt]
| check | start | end | slack (ps) | depth (start not counted) |
|---|---|---|---|---|
| worst max-delay path | index[0]$_SDFF_PP0_ | data[0]$_DFFE_PP_ | 670 | 6 |
| worst min register to register | datafill[3]$_SDFFE_PP0P_ | data[2]$_DFFE_PP_ | 440 | 0 |
| worst min-delay path | datafill[3]$_SDFFE_PP0P_ | data[2]$_DFFE_PP_ | 440 | 0 |
| worst max register to register | index[0]$_SDFF_PP0_ | data[0]$_DFFE_PP_ | 670 | 6 |
[report_power, final]
group / switching, mW / internal, mW / leakage (nW)
logic: 0.00953 / 0.00827 / 0.272
clock network: 0.106 / 0.178 / 0.0357
registers: 0.00656 / 0.363 / 0.201
total: 0.122 / 0.549 / 0.508
[cells in the final DEF, fill, tap and decap left out, types with 4 or more instances in the layout]
| master | netlist | final |
|---|---|---|
| nor2_1 | 13 | 13 |
| inv_1 | 5 | 5 |
| dfxtp_1 | 18 | 18 |
| o21ai_0 | 7 | 7 |
| nand2_1 | 10 | 10 |
| o2111ai_1 | 4 | 4 |
| clkdlybuf4s50_1 | 0 | 11 |
| nor2b_1 | 4 | 4 |
| a21oi_1 | 9 | 9 |
| edfxtp_1 | 8 | 8 |
| nand3_1 | 11 | 11 |
| ha_1 | 7 | 7 |
| mux2i_1 | 4 | 4 |
[area by class of cell]
type	instances	area, um^2	area share
timing repair buffer	12	118	0.0744
multi-input combinational	99	678	0.429
tap	75	93.8	0.0594
clock buffer	3	41.3	0.0261
inverter	5	18.8	0.0119
clock inverter	1	30.0	0.0190
sequential	26	601	0.380
No activity file was given, so power comes from the tool's default toggle rates.
