--- flow/constraint.sdc ---
current_design WaveGenerator

set clk_period 13.5
set clk_io_pct 0.2

create_clock -name clk0 -period $clk_period [get_ports {clk}]

set non_clock_inputs [all_inputs -no_clocks]
set_input_delay [expr $clk_period * $clk_io_pct] -clock clk0 $non_clock_inputs
set_output_delay [expr $clk_period * $clk_io_pct] -clock clk0 [all_outputs]
--- flow/run.sh ---
#!/bin/bash
# OpenROAD 26Q1-2900-gdf79404cd8, Yosys 0.63+post, stock flow scripts
make -C /OpenROAD-flow-scripts/flow DESIGN_CONFIG=/design/flow/config.mk WORK_HOME=/design/flow/orfs finish
--- flow/design.v ---
module Chirp #(N = 32)(
  input clk,
  input rst,
  input [7:0] delay,           
  input reverse,               
  input [N-1:0] min_ctrl,      
  input [N-1:0] max_ctrl,      
  input [N-1:0] inc_rate,      
  input [N-1:0] div_rate,      
  output reg nco_reset,        
  output reg [N-1:0] nco_ctrl  
);
wire [N-1:0] stt_ctrl;
wire [N-1:0] end_ctrl;
wire end_flag;
assign stt_ctrl = reverse ? max_ctrl : min_ctrl;
assign end_ctrl = reverse ? min_ctrl : max_ctrl;
assign end_flag = reverse ? (nco_ctrl <= end_ctrl) : (nco_ctrl >= end_ctrl);
reg [N-1:0] rate_count;
reg [7:0] delay_count;
always @(posedge clk) begin
  if (rst) begin
    rate_count <= {N{1'b0}};
    delay_count <= 4'b0;
    nco_reset <= 1'b1;
    nco_ctrl <= {N{1'b0}};
  end else begin
    if (end_flag) begin
      nco_ctrl <= stt_ctrl;
      rate_count <= rate_count + 1'b1;
    end else if (rate_count >= div_rate) begin
      nco_ctrl <= reverse ? nco_ctrl - inc_rate : nco_ctrl + inc_rate;
      rate_count <= {N{1'b0}};
    end else
      rate_count <= rate_count + 1'b1;
    if (end_flag) begin
      if (delay_count >= delay)
        delay_count <= 8'b0;
      else
        delay_count <= delay_count + 1'b1;
    end
    nco_reset <= |delay_count;
  end
end
endmodule
module NCO #(N = 32)(
  input clk,
  input rst,
  input [N-1:0] ctrl,         
  output reg [15:0] sin_out,  
  output reg [15:0] cos_out   
);
reg [N-1:0] phase;
always @(posedge clk) begin
  if (rst)
    phase <= {N{1'b0}};
  else
    phase <= phase + ctrl;
end
reg [5:0] sin_lut_sel;
reg [5:0] cos_lut_sel;
reg [15:0] sin_lut_val;
reg [15:0] cos_lut_val;
always @(*) begin
  sin_lut_sel <= phase[N-2] ? ~(phase[N-3:N-8]-1'b1) : phase[N-3:N-8];
  cos_lut_sel <= phase[N-2] ? ~(phase[N-3:N-8]-1'b1) : phase[N-3:N-8];
  if (phase[N-2] & ~|phase[N-3:N-8]) begin
    sin_out <= phase[N-1] ? 16'b10000000_00000001 : 16'b01111111_11111111;
    cos_out <= 16'b0;
  end else begin
    sin_out <= phase[N-1] ? (~sin_lut_val+1'b1) : sin_lut_val;
    cos_out <= (phase[N-1]^phase[N-2]) ? (~cos_lut_val+1'b1) : cos_lut_val;
  end
  case(sin_lut_sel)
    6'h00 : sin_lut_val <= 16'h0000;
    6'h01 : sin_lut_val <= 16'h0324;
    6'h02 : sin_lut_val <= 16'h0648;
    6'h03 : sin_lut_val <= 16'h096A;
    6'h04 : sin_lut_val <= 16'h0C8C;
    6'h05 : sin_lut_val <= 16'h0FAB;
    6'h06 : sin_lut_val <= 16'h12C8;
    6'h07 : sin_lut_val <= 16'h15E2;
    6'h08 : sin_lut_val <= 16'h18F9;
    6'h09 : sin_lut_val <= 16'h1C0B;
    6'h0A : sin_lut_val <= 16'h1F1A;
    6'h0B : sin_lut_val <= 16'h2223;
    6'h0C : sin_lut_val <= 16'h2528;
    6'h0D : sin_lut_val <= 16'h2826;
    6'h0E : sin_lut_val <= 16'h2B1F;
    6'h0F : sin_lut_val <= 16'h2E11;
    6'h10 : sin_lut_val <= 16'h30FB;
    6'h11 : sin_lut_val <= 16'h33DF;
    6'h12 : sin_lut_val <= 16'h36BA;
    6'h13 : sin_lut_val <= 16'h398C;
    6'h14 : sin_lut_val <= 16'h3C56;
    6'h15 : sin_lut_val <= 16'h3F17;
    6'h16 : sin_lut_val <= 16'h41CE;
    6'h17 : sin_lut_val <= 16'h447A;
    6'h18 : sin_lut_val <= 16'h471C;
    6'h19 : sin_lut_val <= 16'h49B4;
    6'h1A : sin_lut_val <= 16'h4C3F;
    6'h1B : sin_lut_val <= 16'h4EBF;
    6'h1C : sin_lut_val <= 16'h5133;
    6'h1D : sin_lut_val <= 16'h539B;
    6'h1E : sin_lut_val <= 16'h55F5;
    6'h1F : sin_lut_val <= 16'h5842;
    6'h20 : sin_lut_val <= 16'h5A82;
    6'h21 : sin_lut_val <= 16'h5CB3;
    6'h22 : sin_lut_val <= 16'h5ED7;
    6'h23 : sin_lut_val <= 16'h60EB;
    6'h24 : sin_lut_val <= 16'h62F1;
    6'h25 : sin_lut_val <= 16'h64E8;
    6'h26 : sin_lut_val <= 16'h66CF;
    6'h27 : sin_lut_val <= 16'h68A6;
    6'h28 : sin_lut_val <= 16'h6A6D;
    6'h29 : sin_lut_val <= 16'h6C23;
    6'h2A : sin_lut_val <= 16'h6DC9;
    6'h2B : sin_lut_val <= 16'h6F5E;
    6'h2C : sin_lut_val <= 16'h70E2;
    6'h2D : sin_lut_val <= 16'h7254;
    6'h2E : sin_lut_val <= 16'h73B5;
    6'h2F : sin_lut_val <= 16'h7504;
    6'h30 : sin_lut_val <= 16'h7641;
    6'h31 : sin_lut_val <= 16'h776B;
    6'h32 : sin_lut_val <= 16'h7884;
    6'h33 : sin_lut_val <= 16'h7989;
    6'h34 : sin_lut_val <= 16'h7A7C;
    6'h35 : sin_lut_val <= 16'h7B5C;
    6'h36 : sin_lut_val <= 16'h7C29;
    6'h37 : sin_lut_val <= 16'h7CE3;
    6'h38 : sin_lut_val <= 16'h7D89;
    6'h39 : sin_lut_val <= 16'h7E1D;
    6'h3A : sin_lut_val <= 16'h7E9C;
    6'h3B : sin_lut_val <= 16'h7F09;
    6'h3C : sin_lut_val <= 16'h7F61;
    6'h3D : sin_lut_val <= 16'h7FA6;
    6'h3E : sin_lut_val <= 16'h7FD8;
    6'h3F : sin_lut_val <= 16'h7FF5;
  endcase
  case(cos_lut_sel)
    6'h00 : cos_lut_val <= 16'h7FFF;
    6'h01 : cos_lut_val <= 16'h7FF5;
    6'h02 : cos_lut_val <= 16'h7FD8;
    6'h03 : cos_lut_val <= 16'h7FA6;
    6'h04 : cos_lut_val <= 16'h7F61;
    6'h05 : cos_lut_val <= 16'h7F09;
    6'h06 : cos_lut_val <= 16'h7E9C;
    6'h07 : cos_lut_val <= 16'h7E1D;
    6'h08 : cos_lut_val <= 16'h7D89;
    6'h09 : cos_lut_val <= 16'h7CE3;
    6'h0A : cos_lut_val <= 16'h7C29;
    6'h0B : cos_lut_val <= 16'h7B5C;
    6'h0C : cos_lut_val <= 16'h7A7C;
    6'h0D : cos_lut_val <= 16'h7989;
    6'h0E : cos_lut_val <= 16'h7884;
    6'h0F : cos_lut_val <= 16'h776B;
    6'h10 : cos_lut_val <= 16'h7641;
    6'h11 : cos_lut_val <= 16'h7504;
    6'h12 : cos_lut_val <= 16'h73B5;
    6'h13 : cos_lut_val <= 16'h7254;
    6'h14 : cos_lut_val <= 16'h70E2;
    6'h15 : cos_lut_val <= 16'h6F5E;
    6'h16 : cos_lut_val <= 16'h6DC9;
    6'h17 : cos_lut_val <= 16'h6C23;
    6'h18 : cos_lut_val <= 16'h6A6D;
    6'h19 : cos_lut_val <= 16'h68A6;
    6'h1A : cos_lut_val <= 16'h66CF;
    6'h1B : cos_lut_val <= 16'h64E8;
    6'h1C : cos_lut_val <= 16'h62F1;
    6'h1D : cos_lut_val <= 16'h60EB;
    6'h1E : cos_lut_val <= 16'h5ED7;
    6'h1F : cos_lut_val <= 16'h5CB3;
    6'h20 : cos_lut_val <= 16'h5A82;
    6'h21 : cos_lut_val <= 16'h5842;
    6'h22 : cos_lut_val <= 16'h55F5;
    6'h23 : cos_lut_val <= 16'h539B;
    6'h24 : cos_lut_val <= 16'h5133;
    6'h25 : cos_lut_val <= 16'h4EBF;
    6'h26 : cos_lut_val <= 16'h4C3F;
    6'h27 : cos_lut_val <= 16'h49B4;
    6'h28 : cos_lut_val <= 16'h471C;
    6'h29 : cos_lut_val <= 16'h447A;
    6'h2A : cos_lut_val <= 16'h41CE;
    6'h2B : cos_lut_val <= 16'h3F17;
    6'h2C : cos_lut_val <= 16'h3C56;
    6'h2D : cos_lut_val <= 16'h398C;
    6'h2E : cos_lut_val <= 16'h36BA;
    6'h2F : cos_lut_val <= 16'h33DF;
    6'h30 : cos_lut_val <= 16'h30FB;
    6'h31 : cos_lut_val <= 16'h2E11;
    6'h32 : cos_lut_val <= 16'h2B1F;
    6'h33 : cos_lut_val <= 16'h2826;
    6'h34 : cos_lut_val <= 16'h2528;
    6'h35 : cos_lut_val <= 16'h2223;
    6'h36 : cos_lut_val <= 16'h1F1A;
    6'h37 : cos_lut_val <= 16'h1C0B;
    6'h38 : cos_lut_val <= 16'h18F9;
    6'h39 : cos_lut_val <= 16'h15E2;
    6'h3A : cos_lut_val <= 16'h12C8;
    6'h3B : cos_lut_val <= 16'h0FAB;
    6'h3C : cos_lut_val <= 16'h0C8C;
    6'h3D : cos_lut_val <= 16'h096A;
    6'h3E : cos_lut_val <= 16'h0648;
    6'h3F : cos_lut_val <= 16'h0324;
  endcase
end
endmodule
module Pulse #(N = 32, M = 16)(
  input clk,
  input rst,
  input [N-1:0] ctrl,       
  input [N-1:0] duty,       
  output reg [M-1:0] value  
);
reg [N-1:0] phase;
always @(posedge clk) begin
  if (rst) begin
    phase <= {N{1'b0}};
    value <= {M{1'b0}};
  end else begin
    phase <= phase + ctrl;
    value <= (phase < duty) ? {1'b0,{M-1{1'b1}}} : {1'b1,{M-2{1'b0}},1'b1};
  end
end
endmodule
module Sawtooth #(N = 32, M = 16)(
  input clk,
  input rst,
  input [N-1:0] ctrl,       
  output reg [M-1:0] value  
);
reg [N-1:0] phase;
always @(posedge clk) begin
  if (rst) begin
    phase <= {N{1'b0}};
    value <= {M{1'b0}};
  end else begin
    phase <= phase + ctrl;
    value <= {~phase[N-1], phase[N-2:M]};
  end
end
endmodule
module WaveGenerator #(N = 32, M = 16)(
  input clk,
  input rst,
  input [1:0] wave_sel,            
  input [N-1:0] freq_ctrl,         
  input chirp_reverse,             
  input [7:0] chirp_delay,         
  input [N-1:0] chirp_min_ctrl,    
  input [N-1:0] chirp_max_ctrl,    
  input [N-1:0] chirp_inc_rate,    
  input [N-1:0] chirp_div_rate,    
  input [N-1:0] pulse_duty_cycle,  
  output reg [M-1:0] waveform0,    
  output reg [M-1:0] waveform1     
);
reg nco_reset;
reg [N-1:0] nco_ctrl;
wire chirp_nco_reset;
wire [N-1:0] chirp_nco_ctrl;
wire [15:0] sin_out;
wire [15:0] cos_out;
wire [M-1:0] saw_out;
wire [M-1:0] pulse_out;
always @(posedge clk) begin
  waveform1 <= (wave_sel == 2'b00) ? cos_out : {M{1'b0}};
  nco_ctrl <= wave_sel[0] ? chirp_nco_ctrl : freq_ctrl;
  nco_reset <= wave_sel[0] ? chirp_nco_reset : rst;
  case(wave_sel)
    2'b00, 2'b01 : waveform0 <= sin_out; 
    2'b10 : waveform0 <= saw_out;
    2'b11 : waveform0 <= pulse_out;
  endcase
end
NCO #(.N(N)) NCO0 (
  .clk     ( clk       ),  
  .rst     ( nco_reset ),  
  .ctrl    ( nco_ctrl  ),  
  .sin_out ( sin_out   ),  
  .cos_out ( cos_out   )   
);
Chirp #(.N(N)) Chirp0 (
  .clk       ( clk             ),  
  .rst       ( rst             ),  
  .delay     ( chirp_delay     ),  
  .reverse   ( chirp_reverse   ),  
  .min_ctrl  ( chirp_min_ctrl  ),  
  .max_ctrl  ( chirp_max_ctrl  ),  
  .inc_rate  ( chirp_inc_rate  ),  
  .div_rate  ( chirp_div_rate  ),  
  .nco_reset ( chirp_nco_reset ),  
  .nco_ctrl  ( chirp_nco_ctrl  )   
);
Sawtooth #(.N(N), .M(M)) Sawtooth0 (
  .clk   ( clk       ),  
  .rst   ( rst       ),  
  .ctrl  ( freq_ctrl ),  
  .value ( saw_out   )   
);
Pulse #(.N(N), .M(M)) Pulse0 (
  .clk   ( clk              ),  
  .rst   ( rst              ),  
  .ctrl  ( freq_ctrl        ),  
  .duty  ( pulse_duty_cycle ),  
  .value ( pulse_out        )   
);
endmodule
--- flow/config.mk ---
export PLATFORM = sky130hd
export DESIGN_NAME = WaveGenerator
export DESIGN_NICKNAME = WaveGenerator
export VERILOG_FILES = /design/flow/design.v
export SDC_FILE = /design/flow/constraint.sdc
export NUM_CORES = 4
export LEC_CHECK = 1
export CORE_UTILIZATION = 40
==> flow.log <==
[flow] collecting metrics
INFO  metric netlist_area = 21900 sq um
INFO  metric gpl.final_weighted_congestion = 0.960
INFO  metric std_cell_rows = 85
INFO  metric clock.latency.late_pin = 600 ps
INFO  metric critPathRequiredTime = roughly 14000 ps
INFO  metric routedWlPerCell = 17.9 um
INFO  metric powerDensity = 218 nW/um^2
INFO  metric synth-simple-area-share = around 20%
INFO  metric synthMuxAreaShare = roughly 4.9%
INFO  metric synth-main-ff-cell = dfxtp_1
INFO  metric dp.cells = 3587
INFO  metric cap_viol_max_count = 0
INFO  metric grt_util_all_layers = 23.8%
INFO  metric fin_hold_ws = 431 ps
INFO  metric synth_sequential_area_ratio = around 23%
INFO  metric synth.yosys.warnings = 5
INFO  metric n_antenna_cell = 0
INFO  metric xor_area_share = 7.04%
INFO  metric globalRouteOverflowTotal = 0
INFO  metric enable_flop_cells = 0
INFO  metric cts.sink_count = ~250
INFO  metric largest_buffer_count_on_any_clock_path = 3
INFO  metric finalClockSkew = 19.6 ps
INFO  metric drc_errors = 0
INFO  metric die_area = 55600 sq um
INFO  metric syn-mean-instance-area = 7.90 sq um
INFO  metric run_status = finished clean
INFO  metric timing.final.hold_violations = 0
INFO  metric timing.final.crit_share = between 50% and 60%
INFO  metric path_clk_slew = roughly 60 ps
INFO  metric path_class = input pin to flop
INFO  metric fin_cells = between 3k and 4k
INFO  metric placed_standard_cell_area = ~25000 sq um
INFO  metric share_of_synthesized_cell_area_in_full_adder_half_adder_and_majority_cells = 14.3%
INFO  metric worst_slack = between 6000 and 7000 ps
INFO  metric post_synth_main_area_contributors = dfxtp_1, ha_1, nor2_1
INFO  metric ys_area = approximately 22000 sq um
INFO  metric routed_wire_length = 65.2 mm
INFO  metric synth_flop_count = 253
INFO  metric die_y = 236 um
INFO  metric initial_core_util = 40.6%
INFO  metric setup.worst_path.end_class = flop
INFO  metric synth_async_sr_flop_share = 0%
INFO  metric cts_root_buf = clkbuf_16
INFO  metric die_w = 236 um
INFO  metric post-route-util = 47.9%
INFO  metric setup-violations-final = 0
INFO  metric ys_cells = around 2.8k
INFO  metric portBuffers = 236
INFO  metric timing.setup.tns = 0 ps
INFO  metric detail-route-antenna-nets = 0
INFO  metric place_hpwl = 49.4 mm
INFO  metric core_area = 53900 sq um
INFO  metric cts_made_buffers = 30
INFO  metric grt_max_degree = approximately 62
INFO  metric r2r_slack = 8500 ps
INFO  metric yosysUniqueCellTypes = 97
INFO  metric aoi_share = 25.2%
INFO  metric min-delay-path-class = flop to flop
INFO  metric routed-via-count = 20.8k
INFO  metric top_cell_area_share = between 20% and 30%
INFO  metric largest_area_contributor_in_the_netlist = dfxtp_1
INFO  metric ctsHoldBuffers = 0
INFO  metric pre_cts_ws = slightly above 6000 ps
INFO  metric areaGrowthSynthToFinish = 18.0%
INFO  metric synth.logic.top_family = AND-OR/OR-AND gates
INFO  metric number_of_warnings_in_the_stage_logs = 34
INFO  metric cts.repair_timing.setup_buffer_count = 0
INFO  metric fmax = 148 MHz
INFO  metric setup_repair_after_global_routing_missed_its_margin = false
INFO  metric report.power.total = between 5 and 6 mW
INFO  metric vdd_ir_drop_max = 0.172 mV
INFO  metric detail_route.iter0.violations = 1253
INFO  metric cts.htree.levels = 1
INFO  metric final-max-slew-violation-count = 0
INFO  metric grt_pass1_wl = approximately 110 mm
INFO  metric drt_pass_1_iters = 5
INFO  metric leakage = 11.2 nW
INFO  metric synth_cells = around 2.8k
INFO  metric cts_tree = built
INFO  metric vias_per_cell = 5.71
INFO  metric grt_pass1_vias = 19.9k
INFO  metric worst_pin_slew = around 960 ps
INFO  metric drive_gt1_share = 5.74%
INFO  metric worstPathArrival = 7280 ps
INFO  metric max-slew-margin-rel = 34.2%
INFO  metric timing.final.crit_period = 6760 ps
INFO  metric critical_path.max_fanout = 56
INFO  metric critical_path.startpoint_type = input pin
INFO  metric layout.cell_area.non_filler = about 26000 sq um
INFO  metric ioPinCount = 237
INFO  metric initial_antenna_violation_count = 5
INFO  metric cts_repair_resize_count = 0
-- power by group --
group | internal [mW] | switching [mW]
sequential | 0.958 | 0.130
clock | 0.532 | 0.341
combinational | 1.44 | 2.24
total | 2.93 | 2.71
-- layout by cell type, fill, tap and decap left out, drive strengths merged, types with 21 or more instances in the layout --
cell           synthesis  layout
ha                   244     244
nor3                  74      74
a21o                  87      87
buf                   50      36
o211ai                23      23
nor2b                 56      56
nor2                 304     304
nand3                 65      65
o21ai                133     133
nand4                 36      36
mux2                  39      39
and3                  32      32
a31oi                 45      45
nand2b                47      47
inv                  140     140
xor2                  70      70
nand2                163     163
o31ai                 21      21
clkbuf                97      40
dfxtp                253     253
o21a                  25      25
mux2i                 64      64
clkdlybuf4s50          0     233
xnor2                102     102
a21oi                210     210
a211oi                84      84
-- worst max-delay path, stage by stage --
cell and delay (ps):
buf_4 510, buf_4 670, mux2i_1 170, ha_1 320, nand2_1 60, or3_1 440
nor3_1 500, nand3_1 430, nand2b_1 170, or4_1 190, nand2_1 70, buf_4 280
or4_1 540, a21oi_1 150
-- routing by layer --
layer  up-vias  wire, um  track usage [%]
li1      10493         -                -
met5         -        69                0
met1      9647     28000             31.4
met4        10      2030             6.69
met3       124      3280             3.24
met2       538     31800             40.9
-- logic make-up after synthesis --
group,count (synthesis)
xor+xnor,172
mux,103
buf+inv,288
fa+ha+maj,248
simple gates,884
flops,253
compound gates,821
-- synth_stat cells, types with 69 or more instances --
| master | n |
|---|---|
| nand2_1 | 163 |
| xor2_1 | 69 |
| o21ai_0 | 130 |
| nor2_1 | 300 |
| a211oi_1 | 83 |
| a21oi_1 | 210 |
| xnor2_1 | 100 |
| a21o_1 | 87 |
| clkbuf_1 | 97 |
| inv_1 | 139 |
| dfxtp_1 | 253 |
| nor3_1 | 70 |
| ha_1 | 244 |
-- sequential cells by signal (all words and copies together) (netlist names) --
name and count:
Chirp0.delay_count 8, Chirp0.rate_count 32, Chirp0.nco_reset 1, Sawtooth0.value 16, waveform1 16, nco_reset 1
Chirp0.nco_ctrl 32, Sawtooth0.phase 32, NCO0.phase 32, nco_ctrl 32, Pulse0.value 3, waveform0 16
Pulse0.phase 32
-- cell type report --
class,instances,area (sq um)
Clock buffer,40,838
Clock inverter,15,236
Fill cell,5141,28100
Inverter,141,529
Multi-Input combinational cell,2228,15700
Sequential cell,253,5060
Tap cell,696,871
Timing Repair Buffer,269,2600
-- worst paths after layout --
| path | from | to | depth (start not counted) |
|---|---|---|---|
| worst min register to register | Sawtooth0.phase[31] | Sawtooth0.value[15] | 1 |
| worst max register to register | NCO0.phase[24] | waveform0[7] | 13 |
| worst min-delay path | Sawtooth0.phase[31] | Sawtooth0.value[15] | 1 |
| worst max-delay path | chirp_reverse | Chirp0.delay_count[5] | 14 |
Power is estimated from default activity; no workload was simulated.
